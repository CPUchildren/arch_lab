[/design/flow/config.mk]
export PLATFORM = sky130hd
export DESIGN_NAME = flopenr
export DESIGN_NICKNAME = flopenr
export VERILOG_FILES = /design/flow/design.v
export SDC_FILE = /design/flow/constraint.sdc
export NUM_CORES = 4
export LEC_CHECK = 1
export CORE_AREA = 10 10 91 91
export DIE_AREA = 0 0 101 101
[/design/flow/constraint.sdc]
current_design flopenr

set clk_period 1.0
set clk_io_pct 0.2

create_clock -name clk0 -period $clk_period [get_ports {clk}]

set non_clock_inputs [all_inputs -no_clocks]
set_input_delay [expr $clk_period * $clk_io_pct] -clock clk0 $non_clock_inputs
set_output_delay [expr $clk_period * $clk_io_pct] -clock clk0 [all_outputs]
[/design/flow/design.v]
`timescale 1ns/1ps
module flopenr #(parameter WIDTH = 32) (
    input wire clk,rst,ena,
    input wire[WIDTH-1:0]d,
    output reg[WIDTH-1:0]q
);
    always @(posedge clk) begin
        if(rst) q<=0;
        else if (ena) q<=d;
    end
endmodule
[/design/flow/run.sh]
#!/bin/bash
# OpenROAD 26Q1-2900-gdf79404cd8, Yosys 0.63+post, stock flow scripts
make -C /OpenROAD-flow-scripts/flow DESIGN_CONFIG=/design/flow/config.mk WORK_HOME=/design/flow/orfs finish
==> results.toml <==
# implementation run metrics
[status]
status = "finished, final reports clean"

[floorplanning]
chipHeight_um = 101
fp-utilization_pct = 18.33
core_region_area_um2 = 6350
io_pins = 67
floorplan.die_area_um2 = 10200
site_rows = 29
die_x_extent_um = 101

[worst_setup_path]
timing.critical_path.from_type = "register"
crit_path_cell_trace = "clkdlybuf4s15_1"
critPathSlowestCell = "sky130_fd_sc_hd__dfxtp_2"
register_to_register_path_setup_slack_ns = 0.30
critPathMaxStageDelay_ns = 0.32
critPathKind = "register to primary output"
worstPathArrival_ns = 0.76
endpoint_kind = "primary output"
crit_fanout = 2
critical-path-top-delay-family = "flip-flops"
worst-endpoint-required_ns = 0.80
path_buffers = 1

[route]
drt-wirelength-per-cell_um = 12.41
drc = 0
antenna_violating_nets_post_route = 0
drtIter0Drc = 15
wl_mm = 3.103
antenna_cells_inserted = 0
detail_routed_via_count_per_cell = 3.752
dr_total_vias = 938
firstDrtPassIters = 3

[synth]
netlist-cell-type-count = 6
ys_seq_share_pct = 55.05
mappedNetlistArea_um2 = 1164
numSynthFlops = 32
enable_flop_cells = 0
common_cells = "sky130_fd_sc_hd__dfxtp_1 (32), sky130_fd_sc_hd__mux2i_1 (32), sky130_fd_sc_hd__nor2_1 (32)"
post-synth-top-area-fraction_pct = 55.05
yosys_cells = 103
ys.warnings.count = 1
synth_async_sr_flop_share_pct = 0
yosys_synthesis_chip_area_um2 = 1164
yosys.area.top_type = "sky130_fd_sc_hd__dfxtp_1"
syn_area_per_cell_um2 = 11.30
synth_cells = 103
dominantRegCellSynth = "sky130_fd_sc_hd__dfxtp_1"
synth.area.top_cells = "sky130_fd_sc_hd__dfxtp_1 (55%), sky130_fd_sc_hd__mux2i_1 (28%), sky130_fd_sc_hd__nor2_1 (10%)"

[clock_tree]
tritoncts_num_sinks = 32
clock_tree_from_tritoncts = "yes"
cts_made_buffers = 5
clock_transition_at_the_registers_of_the_reported_paths_ns = 0.06
cts-hold-fix-buffers = 0
ctsRootBufferMaster = "sky130_fd_sc_hd__clkbuf_8"
clk_path_buf_depth = 2
ctsHtreeMaxLevel = 2
clock_latency_at_the_later_pin_of_the_worst_skew_pair_ns = 0.27

[sta]
min_clock_period_post_route_ns = 0.9553
period_used_pct = 95.53
tightestPinTransition_ns = 0.1476
max_slew_margin_pct = 89.88
setup_tns_ns = 0
timing.final.max_slew_violations = 0
fin_worst_hold_slack_ns = 0.4313
clock.fmax_mhz = 1047
timing_hold_violations_final = 0
grt_setup_unrepaired = "false"
setup_ws_ns = 0.04467
timing.clock.skew_ns = 0
setup_viol = 0

[cells_and_area]
largest_register = "q"
drive_above_1_share_pct = 43.35
flow.area_growth_from_synthesis_pct = 61.72
fin_util_pct = 29.64
max_reg_flops = 32
registers_with_the_highest_flip_flop_counts = "q (32)"

[placement]
io_buffers = 66
post-place-ws_ns = -0.1100
detailed_place_hpwl_mm = 2.285
place_congestion = 0.6653

[pwr]
post-layout-total-power_mw = 2.846
worst_vdd_drop_v = 0.0006539
power_density_nw_per_um2 = 1512
power_leakage_nw = 0.8846

[grt]
grt_pass1_vias = 937
grt_start_max_net_pins = 33
grtUsageTotal_pct = 5.702
antenna_found_initial = 0
grt_pass1_wl_mm = 4.774
grt_overflow = 0

[flow_run]
max-cap-violations = 0
warning_count = 25

[hold_path]
hold_path.class = "primary input to register"
==> cell usage in the layout (no fill, tap or decap) <==
| cell | n |
|---|---|
| sky130_fd_sc_hd__clkbuf_8 | 7 |
| sky130_fd_sc_hd__dfxtp_2 | 32 |
| sky130_fd_sc_hd__buf_4 | 1 |
| sky130_fd_sc_hd__mux2i_1 | 32 |
| sky130_fd_sc_hd__nor2_1 | 32 |
| sky130_fd_sc_hd__clkbuf_2 | 28 |
| sky130_fd_sc_hd__clkdlybuf4s15_1 | 1 |
| sky130_fd_sc_hd__buf_12 | 3 |
| sky130_fd_sc_hd__buf_2 | 4 |
| sky130_fd_sc_hd__clkdlybuf4s50_1 | 33 |
==> worst paths after layout <==
check	start	cells after the start	endpoint
min reg2reg	q[11]$_SDFFE_PP0P_	2	q[11]$_SDFFE_PP0P_
min	ena	4	q[11]$_SDFFE_PP0P_
max	q[1]$_SDFFE_PP0P_	1	q[1]
max reg2reg	q[30]$_SDFFE_PP0P_	3	q[30]$_SDFFE_PP0P_
==> final cells by class <==
cell class              count  area, um^2
clock buffers               7       96.34
well taps                  77       96.34
flip-flops and latches     32       680.7
repair buffers             70       568.0
fillers                   670        4468
multi-input cells          64       440.4
==> what timing repair did <==
| item | 4_1_cts | 5_1_grt |
|---|---|---|
| setup endpoints to repair | 32 | 28 |
| gates resized | 100 | 28 |
| gates cloned | 0 | 0 |
| pin swaps | 0 | 0 |
| buffers inserted | 0 | 0 |
==> metrics by stage <==
stage                     cell area [um^2]  cells
after floorplan                       1164    103
after global placement                1901    243
after detailed placement              1901    243
after CTS                             2022    250
after global routing                  1882    250
final                                 1882    250
==> metal layers <==
| metal | part of all wire [%] | wire, um | vias up | GRT usage, % |
|---|---|---|---|---|
| li1 | - | - | 477 | - |
| met1 | 46 | 1413 | 413 | 7.928 |
| met2 | 43 | 1325 | 42 | 8.157 |
| met3 | 9.1 | 283 | 6 | 2.287 |
| met4 | 2.6 | 81 | 0 | 1.286 |
| met5 | 0 | 0 | - | 0 |
==> kinds of logic (layout without fill, tap and decap cells) <==
logic type,count (synthesis),in the layout,share of synthesized area [%]
buf+inv,7,77,7.097
flops,32,32,55.05
simple gates,32,32,10.32
mux,32,32,27.53
==> report_power, final <==
group          total, mW  switching [mW]  internal [mW]
Sequential          1.40          0.0352           1.37
Clock               1.06           0.447          0.612
Combinational      0.385           0.124          0.260
Total               2.85           0.607           2.24

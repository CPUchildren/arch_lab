==> ./design.v <==
`timescale 1ns/1ps
module floprc #(parameter WIDTH = 32) (
    input wire clk,rst,clear,
    input wire[WIDTH-1:0]d,
    output reg[WIDTH-1:0]q
);
    always @(posedge clk) begin
        if(rst) q<=0;
        else if (clear) q<=0;
        else q<=d;
    end
endmodule
==> ./run.sh <==
#!/bin/bash
# OpenROAD 26Q1-2900-gdf79404cd8, Yosys 0.63+post, stock flow scripts
make -C /OpenROAD-flow-scripts/flow DESIGN_CONFIG=/design/flow/config.mk WORK_HOME=/design/flow/orfs finish
==> ./config.mk <==
export PLATFORM = sky130hd
export DESIGN_NAME = floprc
export DESIGN_NICKNAME = floprc
export VERILOG_FILES = /design/flow/design.v
export SDC_FILE = /design/flow/constraint.sdc
export NUM_CORES = 4
export LEC_CHECK = 1
export CORE_AREA = 10 10 92 92
export DIE_AREA = 0 0 102 102
==> ./constraint.sdc <==
current_design floprc

set clk_period 1.0
set clk_io_pct 0.2

create_clock -name clk0 -period $clk_period [get_ports {clk}]

set non_clock_inputs [all_inputs -no_clocks]
set_input_delay [expr $clk_period * $clk_io_pct] -clock clk0 $non_clock_inputs
set_output_delay [expr $clk_period * $clk_io_pct] -clock clk0 [all_outputs]
==> Slide: Implementation Results <==
Key Metrics from the Run

Place
  • Pre-CTS setup slack: 0.00399 ns
  • Post-DP HPWL: 2370 um
  • Routability cong.: 0.705
  • Dpl cells: 212
  • IO buf count: 66

Worst setup path
  • CP Max Fanout: 1
  • Crit Path Class: flip-flop to primary output
  • Critical Path Start: q[9]$_SDFF_PP0_
  • Max stage delay on crit path: 0.32 ns
  • WP data required: 0.80 ns
  • CP endpoint: q[9]
  • Buffers and inverters on the worst path: 1
  • Cell depth of the worst setup path: 1
  • CP Launch Type: flip-flop
  • Slowest CP cell: dfxtp_2
  • CP Cell Sequence: clkdlybuf4s15_1
  • Crit path max-delay family: flip-flops
  • Worst EP arrival: 0.76 ns
  • Worst Setup End Kind: primary output

Pwr
  • Leakage power: 0.721 nW
  • Power Density: 1430 mW/mm2
  • Maximum vdd drop: 0.000467 V

STA
  • Max-slew violation count: 0
  • Cycle use final: 96.5%
  • Count of final setup violators: 0
  • Least-Margin Pin Slew: 0.227 ns
  • Final worst slack: 0.0350 ns
  • Fmax: 1.04 GHz
  • Hold Vio Cnt, Final: 0
  • Relative slew slack: 84.8%
  • Crit path time final: 0.965 ns

Floorplan
  • Core area: 0.00646 mm2
  • Rows: 29
  • Full die area: 0.0104 mm2
  • I/O pin total: 67
  • DIE HEIGHT: 102 um
  • Die width: 102 um
  • Initial core utilization: 17.0%

CTS
  • CTS Root Cell: clkbuf_8
  • CTS tree: yes
  • Clock sink count: 32
  • # H-tree levels: 2
  • Setup bufs post-CTS: 0
  • Cts bufs inserted: 5
  • Maximum root-to-sink buffer count: 2
  • Hold buffer count at CTS: 0
  • Clock Pin Slew Worst Setup and Hold Paths: 0.07 ns

Finish
  • Reg with most FFs: q
  • Largest register FFs: 32
  • Logic area: 390 um2
  • Area growth syn-to-layout: 71.8%
  • Fin cells: 220
  • Share of cells above drive strength 1: 44.1%
  • Fill cells: 660
  • Reg area: 652 um2
  • Top Registers: q (32)

Route
  • Via-to-Cell Ratio: 3.55
  • Routed wl met2: 1090 um
  • Via count: 782
  • DR WL met3: 678 um
  • Top routing layer in use: met4
  • Initial DRC count: 11
  • DRC Markers: 0
  • Antenna-violating nets left: 0
  • TritonRoute pass-1 iters: 3
  • Routed length on met1: 1340 um
  • Per-cell routed wire length: 14.3 um
  • Post-Route WL: 3140 um
  • Antenna cells: 0

Synth
  • Synth cell types: 4
  • Registers, synthesis: 32
  • Ys Warns: 1
  • Mapped cell area: 0.00110 mm2
  • Yosys chip area: 0.00110 mm2
  • Complex Gates by Area: 0%
  • Avg Inst Size Synth: 15.7 um2
  • Largest family of logic cells by area: simple AND/OR/NAND/NOR gates
  • Mux contribution to synthesized area: 0%
  • Number of cells in Yosys stat: 70
  • XOR Share, Synth: 0%
  • Synth Seq Share: 58.3%
  • Cells after Synth: 70
  • Yosys adder share: 0%
  • Simple-Gate Area Share: 35.5%

GRT
  • Largest net degree at the start of global routing: 19
  • All-Layer GR Usage: 5.86%
  • Vias in the first global route: 835
  • First-pass GRT wire length: 4740 um
  • GRT Residual Overflow: 0
  • Antenna violations before repair: 0

Job
  • Max-cap violations: 0
  • Tool warnings: 25

Min path
  • Hold WC Path Type: input pin to flip-flop

Run status
  • Status: completed
## logic make-up after synthesis
group                  Yosys count
and+or+nand+nor                 32
DFF                             32
buffers and inverters            6
## cell type report
class                   instances  share of cell area (%)
clock buffers                   8                    4.77
multi-input cells              32                    20.7
flip-flops and latches         32                    34.5
well taps                      77                    5.11
repair buffers                 71                    34.9
## timing repair
item | 4_1_cts | 5_1_grt
cloned | 0 | 0
gates resized | 69 | 15
setup endpoints to repair | 32 | 13
## layout by cell type, fill, tap and decap left out
cell type,count
buf_12,2
buf_2,4
buf_4,3
clkbuf_1,2
clkbuf_2,9
clkbuf_8,6
clkdlybuf4s15_1,21
clkdlybuf4s50_1,32
dfxtp_1,23
dfxtp_2,9
nor3b_1,2
nor3b_2,30
## per-stage QoR
stage | TNS, ns | util (%) | hold WS (ns) | area [um2] | power, mW
final | 0 | 29.2 | 0.159 | 1890 | 2.70
after global routing | -0.000260 | 29.2 | 0.163 | 1890 | 2.85
after global placement | -0.00217 | 28.5 | 0.452 | 1840 | 1.74
after floorplan | 0 | - | 0.275 | 1100 | 1.48
after detailed placement | 0 | 28.5 | 0.460 | 1840 | 1.74
after CTS | 0 | 29.8 | 0.147 | 1920 | 2.78
## cells in the mapped netlist
cell	number	share of area, %
dfxtp_1	32	58
nor3b_2	30	34
nor3b_1	2	1.4
buf_6	6	6.1
## how the worst min path moves through the flow
stage          from                to  slack (ns)  cells after the start
CTS           clear  q[30]$_SDFF_PP0_        0.15                      2
global route  clear  q[30]$_SDFF_PP0_        0.16                      2
finish        clear  q[30]$_SDFF_PP0_        0.16                      2
## layer usage
metal	track usage (%)	up-vias
met3	5.39	3
met1	7.37	342
met2	7.51	56
li1	-	381
met4	0.434	0
met5	0	-
## power by group
group / switching, mW / internal, mW / leakage [nW]
clock network: 0.460 / 0.561 / 0.0455
logic: 0.100 / 0.233 / 0.409
registers: 0.0124 / 1.33 / 0.266
total: 0.572 / 2.12 / 0.721
Power is estimated from default activity; no workload was simulated.
